<file path="design/flow/config.mk">
export PLATFORM = sky130hd
export DESIGN_NAME = Reg_File16b
export DESIGN_NICKNAME = Reg_File16b
export VERILOG_FILES = /design/flow/design.v
export SDC_FILE = /design/flow/constraint.sdc
export NUM_CORES = 4
export LEC_CHECK = 1
export CORE_UTILIZATION = 50
export SYNTH_HDL_FRONTEND = slang
</file>
<file path="design/flow/constraint.sdc">
current_design Reg_File16b

set clk_period 3.2
set clk_io_pct 0.2

create_clock -name clk0 -period $clk_period [get_ports {Clk}]

set non_clock_inputs [all_inputs -no_clocks]
set_input_delay [expr $clk_period * $clk_io_pct] -clock clk0 $non_clock_inputs
set_output_delay [expr $clk_period * $clk_io_pct] -clock clk0 [all_outputs]
</file>
<file path="design/flow/design.v">
`timescale 1ns / 1ps
module D_FF(Clk  , reset, D    , Q);
    input D, Clk, reset;
    output reg Q;
    always @(posedge Clk or negedge reset)
        if (~reset)
            begin
                Q <= 1'b0;
            end 
        else
            begin
                Q <= D;
            end
endmodule 
`timescale 1ns / 1ps
module Decoder_3to8(E     ,X        ,Z);
    input E;
    input [2:0] X;
    output [7:0] Z;
    and A0(Z[0],E,~X[2],~X[1],~X[0]);
    and A1(Z[1],E,~X[2],~X[1], X[0]);
    and A2(Z[2],E,~X[2], X[1],~X[0]);
    and A3(Z[3],E,~X[2], X[1], X[0]);
    and A4(Z[4],E, X[2],~X[1],~X[0]);
    and A5(Z[5],E, X[2],~X[1], X[0]);
    and A6(Z[6],E, X[2], X[1],~X[0]);
    and A7(Z[7],E, X[2], X[1], X[0]);
endmodule
`timescale 1ns / 1ps
module Decoder_4to16(E,X,Z);
    input E;
    input [3:0] X;
    output [15:0] Z;  
    not(X3not,X[3]);
    and(E1,X3not,E);
    and(E2,X[3],E);
    Decoder_3to8        DEC1        (E1     ,X[2:0]        ,Z[7:0]);
    Decoder_3to8        DEC2        (E2      ,X[2:0]        ,Z[15:8]);
endmodule
`timescale 1ns / 1ps
module Mux16bit_16to1(E,S,X0,X1,X2,X3,X4,X5,X6,X7,X8,X9,X10,X11,X12,X13,X14,X15,Z);
    input E;
    input [3:0] S;
    input [15:0] X0,X1,X2,X3,X4,X5,X6,X7,X8,X9,X10,X11,X12,X13,X14,X15;
    output [15:0] Z;
    wire [15:0] Z1, Z2;
    Mux16bit_8to1       MUX1        (E,S[2:0],X0,X1,X2,X3,X4,X5,X6,X7,Z1);
    Mux16bit_8to1       MUX2        (E,S[2:0],X8,X9,X10,X11,X12,X13,X14,X15,Z2);
    Mux16bit_2to1       MUX3        (E     ,   S[3]  ,  Z2  , Z1   , Z);    
endmodule
`timescale 1ns / 1ps
module Mux16bit_2to1(E     ,   S  , X1   , X0   , Z);
    input E, S;
    input [15:0] X1;
    input [15:0] X0;
    output [15:0] Z;
    wire Snot; 
    wire [15:0] A1;
    wire [15:0] A2; 
    not            n1(Snot,S);
    and a2[15:0]  (A2,E,Snot,X0);
    and a1[15:0]  (A1,E,S,X1);
    or  o1[15:0]  (Z, A1, A2);
endmodule
`timescale 1ns / 1ps
module Mux16bit_8to1(E     ,   S  , X0,X1,X2,X3,X4,X5,X6,X7, Z);
    input E;
    input [2:0] S;
    input [15:0] X0,X1,X2,X3,X4,X5,X6,X7;
    output [15:0] Z;
    wire [15:0] Z0,Z1, Z2, Z3, Z4,Z5;
    Mux16bit_2to1       MUX4        (E     ,   S[0]  , X1   , X0   , Z0); 
    Mux16bit_2to1       MUX3        (E     ,   S[0]  , X3   , X2   , Z1);
    Mux16bit_2to1       MUX2        (E     ,   S[0]  , X5   , X4   , Z2);     
    Mux16bit_2to1       MUX1        (E     ,   S[0]  , X7   , X6   , Z3);
    Mux16bit_2to1       MUX6        (E     ,   S[1]  , Z1   , Z0   , Z4);
    Mux16bit_2to1       MUX5        (E     ,   S[1]  , Z3   , Z2   , Z5);
    Mux16bit_2to1       MUX7        (E     ,   S[2]  , Z5   , Z4   , Z);        
endmodule
`timescale 1ns / 1ps
module Reg_File16b(A,B,C,Aaddr,Baddr,Caddr,Load,Clear,Clk);
    output [15:0] A,B;
    input [15:0] C;
    input [3:0] Aaddr,Baddr,Caddr;
    input Load,Clear,Clk;
    wire [255:0] In, Out;  
    wire [15:0] Zdec;     
    Register16b         REG0            (Clk  ,Clear      ,In[15:0]     ,Out[15:0]);
    Register16b         REG1            (Clk  ,Clear      ,In[31:16]    ,Out[31:16]);
    Register16b         REG2            (Clk  ,Clear      ,In[47:32]    ,Out[47:32]);
    Register16b         REG3            (Clk  ,Clear      ,In[63:48]    ,Out[63:48]);
    Register16b         REG4            (Clk  ,Clear      ,In[79:64]    ,Out[79:64]);
    Register16b         REG5            (Clk  ,Clear      ,In[95:80]    ,Out[95:80]);
    Register16b         REG6            (Clk  ,Clear      ,In[111:96]   ,Out[111:96]);
    Register16b         REG7            (Clk  ,Clear      ,In[127:112]  ,Out[127:112] );
    Register16b         REG8            (Clk  ,Clear      ,In[143:128]  ,Out[143:128]);
    Register16b         REG9            (Clk  ,Clear      ,In[159:144]  ,Out[159:144]);
    Register16b         REG10           (Clk  ,Clear      ,In[175:160]  ,Out[175:160]);
    Register16b         REG11           (Clk  ,Clear      ,In[191:176]  ,Out[191:176]);
    Register16b         REG12           (Clk  ,Clear      ,In[207:192]  ,Out[207:192]);
    Register16b         REG13           (Clk  ,Clear      ,In[223:208]  ,Out[223:208]);
    Register16b         REG14           (Clk  ,Clear      ,In[239:224]  ,Out[239:224]);
    Register16b         REG15           (Clk  ,Clear      ,In[255:240]  ,Out[255:240]);
    Mux16bit_16to1       MUX1        (1,Aaddr,Out[15:0],Out[31:16],Out[47:32],Out[63:48],Out[79:64],Out[95:80],Out[111:96],Out[127:112],Out[143:128],Out[159:144],Out[175:160],Out[191:176],Out[207:192],Out[223:208],Out[239:224],Out[255:240],A);
    Mux16bit_16to1       MUX2        (1,Baddr,Out[15:0],Out[31:16],Out[47:32],Out[63:48],Out[79:64],Out[95:80],Out[111:96],Out[127:112],Out[143:128],Out[159:144],Out[175:160],Out[191:176],Out[207:192],Out[223:208],Out[239:224],Out[255:240],B);
    Decoder_4to16         DECODER1            (Load     ,Caddr        ,Zdec);
    Mux16bit_2to1          MUX_0                (1'b1      ,Zdec[0]  ,C      , Out[15:0]    , In[15:0]);
    Mux16bit_2to1          MUX_1                (1'b1      ,Zdec[1]  ,C      , Out[31:16]   , In[31:16]);
    Mux16bit_2to1          MUX_2                (1'b1      ,Zdec[2]  ,C      , Out[47:32]   , In[47:32]);
    Mux16bit_2to1          MUX_3                (1'b1      ,Zdec[3]  ,C      , Out[63:48]   , In[63:48]);
    Mux16bit_2to1          MUX_4                (1'b1      ,Zdec[4]  ,C      , Out[79:64]   , In[79:64]);
    Mux16bit_2to1          MUX_5                (1'b1      ,Zdec[5]  ,C      , Out[95:80]   , In[95:80]);
    Mux16bit_2to1          MUX_6                (1'b1      ,Zdec[6]  ,C      , Out[111:96]  , In[111:96]);
    Mux16bit_2to1          MUX_7                (1'b1      ,Zdec[7]  ,C      , Out[127:112] , In[127:112]);
    Mux16bit_2to1          MUX_8                (1'b1      ,Zdec[8]  ,C      , Out[143:128] , In[143:128]);
    Mux16bit_2to1          MUX_9                (1'b1      ,Zdec[9]  ,C      , Out[159:144] , In[159:144]);
    Mux16bit_2to1          MUX_10               (1'b1     ,Zdec[10]  ,C      , Out[175:160] , In[175:160]);
    Mux16bit_2to1          MUX_11               (1'b1     ,Zdec[11]  ,C      , Out[191:176] , In[191:176]);
    Mux16bit_2to1          MUX_12               (1'b1     ,Zdec[12]  ,C      , Out[207:192] , In[207:192]);
    Mux16bit_2to1          MUX_13               (1'b1     ,Zdec[13]  ,C      , Out[223:208] , In[223:208]);
    Mux16bit_2to1          MUX_14               (1'b1     ,Zdec[14]  ,C      , Out[239:224] , In[239:224]);
    Mux16bit_2to1          MUX_15               (1'b1     ,Zdec[15]  ,C      , Out[255:240] , In[255:240]);
endmodule
`timescale 1ns / 1ps
module Register16b(Clk  ,     reset,      In,Out);
    input [15:0] In;
    input Clk, reset;
    output [15:0] Out;
    D_FF    DFF [15:0] (Clk  , reset, In    , Out);
endmodule
</file>
<file path="design/flow/run.sh">
#!/bin/bash
# OpenROAD 26Q1-2900-gdf79404cd8, Yosys 0.63+post, stock flow scripts
make -C /OpenROAD-flow-scripts/flow DESIGN_CONFIG=/design/flow/config.mk WORK_HOME=/design/flow/orfs finish
</file>
==> Slide: Implementation Results <==
Synthesis and Place & Route Summary

Status
  – Outcome: complete, no violations

Placed design
  – DP Area: between 10000 and 15000 sq um
  – PortBufs: around 62
  – Placed cell count: 1213
  – GPL Wtd Cong: between 0.8 and 0.9
  – Pre-CTS setup slack: 193 ps
  – DP Wirelength: 20.6 mm

Final timing
  – WHS: ~90 ps
  – PnR worst setup slack: 209 ps
  – Min Tclk post-route: between 2000 and 3000 ps
  – Achievable Freq: between 300 and 400 MHz
  – RSZ-0062 raised after global routing: no
  – Worst slew margin: 47.6%
  – Final hold violations: 0
  – Final Max Tran Viols: 0
  – Final worst path period share: between 90 and 100%
  – Fin Setup TNS: 0 ps
  – Worst-Margin Slew: roughly 790 ps
  – Final setup fails: 0
  – Setup Skew: 0 ps

Global routing
  – First-pass GRT wire length: 54.8 mm
  – Vias in the first global route: around 9000
  – Largest net degree at the start of global routing: between 90 and 100
  – GR Util All Layers: between 20% and 30%
  – Initial antenna violation count: 0
  – Grt ovf: 0

Detailed routing
  – Diodes inserted: 0
  – Iter 0 DRT Violations: just under 400
  – Via-to-Cell Ratio: around 6.5
  – WL final: between 30 and 40 mm
  – DRC Markers: 0
  – Met3 wire length: approximately 5.7 mm
  – 1st-pass router iterations: 21
  – Avg WL per Cell: between 20 and 30 um
  – Routed Antenna Nets: 0
  – Top sig layer: met4
  – Met1 wire length: 13.3 mm
  – Vias: 8160
  – WL met2: around 16 mm

Clock network
  – CTS-repair resized insts: 0
  – Clk slew on worst S/H paths: about 60 ps
  – Clock Latency Late Sink: 550 ps
  – H-Tree Depth: 1
  – Number of post-CTS setup repair buffers: 0
  – CTS tree: done
  – Clk buf depth: 3
  – Sink Count: ~260
  – Root buffer cell: clkbuf_16
  – CTS Hold Bufs: 0
  – CTS buffer count: 29

Flow run
  – Tool warning count: 25
  – Number of max-cap violations: 0

Logic synthesis
  – Area leader, netlist: dfrtp_1
  – Synthesized netlist cell count: around 850
  – Chip Area, Yosys: roughly 13000 sq um
  – Yosys stat cell total: roughly 850
  – Synth area leaders: dfrtp_1 (48%), mux4_2 (22%), mux2_2 (21%)
  – Yosys Warn Count: 0
  – Syn avg cell area: between 15 and 20 sq um
  – Netlist Area Pre-Place: 13400 sq um
  – Ys flops: 256
  – Top cell area share: between 40% and 50%
  – Synth Seq Share: between 40 and 50%
  – Netlist cell types: 22

Worst setup path
  – CP endpoint kind: output port
  – Crit path cell chain: clkdlybuf4s50_1 > nor2b_2 > buf_12 > a22oi_1 > nand2_1 > clkdlybuf4s50_1
  – Required @ worst endpoint: around 2600 ps
  – R2r startpoint: REG6.DFF[6].Q$_DFF_PN0_
  – CP max stage cell: clkdlybuf4s50_1
  – Cells on worst reg2reg path: 1
  – Worst Setup SP: Baddr[2]
  – Reg2Reg Setup Slack: about 2400 ps
  – Reg2reg end: REG6.DFF[6].Q$_DFF_PN0_
  – Cell repeated most along the worst path: clkdlybuf4s50_1
  – Critical Setup Path Class: in -> out
  – CP max FO: 16
  – Critical Path End: B[10]
  – Critical Path AT: between 2000 and 2500 ps
  – Crit path launch type: primary input
  – Crit path largest cell delay: roughly 540 ps

Power and ir drop
  – P_leak: ~6.4 nW
  – Worst IR Drop VDD: a little under 0.4 mV
  – Power Density: ~640 nW/um^2

Floorplan
  – DIE HEIGHT: approximately 170 um
  – Die width: between 150 and 200 um
  – Core area: ~26000 sq um
  – FP Util: between 50% and 60%
  – Row count: slightly below 60
  – Io pins: 63
  – Die area: 27400 sq um

Final layout
  – Final non-filler cell total: about 1300
  – P&R area growth vs syn: 16.1%
  – Share of cells above drive strength 1: a little over half
  – Post-route cell area: ~15000 sq um

Min path
  – HP Class: in -> async
[worst max-delay path: cells and delay by family]
kind	cells	cell delay, ps
simple gates	2	350
compound gates	1	110
buf+inv	3	1230
[state kept, by name, indices dropped and copies added (netlist names)]
signal,count
REG10.DFF.Q,16
REG3.DFF.Q,16
REG6.DFF.Q,16
REG5.DFF.Q,16
REG8.DFF.Q,16
REG0.DFF.Q,16
REG2.DFF.Q,16
REG15.DFF.Q,16
REG12.DFF.Q,16
REG11.DFF.Q,16
REG13.DFF.Q,16
REG4.DFF.Q,16
REG7.DFF.Q,16
REG1.DFF.Q,16
REG14.DFF.Q,16
REG9.DFF.Q,16
[area by class of cell]
type                            count  area (sq um)
Sequential cell                   256          6410
Fill cell                        1899         10600
Clock inverter                      8          46.3
Timing Repair Buffer              110          1210
Multi-Input combinational cell    512          6580
Clock buffer                       41           841
Tap cell                          335           419
[where the power goes]
group / internal [W] / switching (W) / leakage [nW]
Sequential: 0.00400 / 0.000517 / 3.14
Clock: 0.00181 / 0.00130 / 0.442
Combinational: 0.00155 / 0.000756 / 2.80
Total: 0.00735 / 0.00257 / 6.39
[worst min path at each step]
| stage | start | to | slack, ps | depth (start not counted) |
|---|---|---|---|---|
| final | Clear | REG1.DFF[3].Q$_DFF_PN0_ | 90 | 1 |
| after CTS | Clear | REG4.DFF[3].Q$_DFF_PN0_ | 160 | 1 |
| after global routing | Clear | REG3.DFF[3].Q$_DFF_PN0_ | 180 | 1 |
[placed cells by master, fill, tap and decap left out, types with 2 or more instances in the layout]
cell	n
clkbuf_8	7
clkdlybuf4s50_1	57
nor2b_2	4
mux2_2	253
nand2_1	34
or3_1	3
clkinv_2	6
mux2_1	3
and2_1	2
clkbuf_1	5
buf_4	31
nor2_2	11
mux4_2	128
buf_2	2
buf_12	19
a22oi_1	64
clkbuf_16	29
nand2b_1	2
nand3b_1	4
dfrtp_1	256
[Yosys cell counts]
cell type  count
buf_6          3
nor2b_1        4
nand2b_1       2
and3_1         1
nand2_1       34
nand3_1        1
dfrtp_1      256
mux4_2       128
mux2_2       253
or3_1          3
nor2_2         8
buf_2         30
nor2_1         4
buf_4          1
clkbuf_1      39
and2_1         2
nand3b_1       4
nor3b_2        1
a22oi_1       64
buf_1          5
buf_8          2
mux2_1         3
[cell families (layout without fill, tap and decap cells)]
logic type,count (synthesis),after routing,share of synthesized area (%)
AOI/OAI and AO/OA,64,64,3.60
and+or+nand+nor,64,64,2.36
DFF,256,256,48.0
buffers and inverters,80,159,2.90
muxes,384,384,43.2
[layer usage]
metal | GRT usage (%) | vias to the layer above
met1 | 41.2 | 4216
met4 | 4.88 | 0
met5 | 0.758 | -
li1 | - | 3433
met2 | 41.2 | 457
met3 | 21.4 | 54
[through the flow]
stage                     utilization, %  power (W)
final                               59.3    0.00992
after CTS                           59.3     0.0100
after global routing                59.3     0.0104
after detailed placement            55.9    0.00687
after global placement              55.9    0.00676
after floorplan                        -    0.00604
No activity file was given, so power comes from the tool's default toggle rates.
